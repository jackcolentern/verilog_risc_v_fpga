**flow/run.sh**
```bash
#!/bin/bash
# OpenROAD 26Q1-2900-gdf79404cd8, Yosys 0.63+post, stock flow scripts
make -C /OpenROAD-flow-scripts/flow DESIGN_CONFIG=/design/flow/config.mk WORK_HOME=/design/flow/orfs finish
```
**flow/config.mk**
```make
export PLATFORM = sky130hd
export DESIGN_NAME = memory
export DESIGN_NICKNAME = memory
export VERILOG_FILES = /design/flow/design.v
export SDC_FILE = /design/flow/constraint.sdc
export NUM_CORES = 4
export LEC_CHECK = 1
export CORE_UTILIZATION = 30
```
**flow/constraint.sdc**
```tcl
current_design memory

set clk_period 4.4
set clk_io_pct 0.2

create_clock -name clk0 -period $clk_period [get_ports {clk}]

set non_clock_inputs [all_inputs -no_clocks]
set_input_delay [expr $clk_period * $clk_io_pct] -clock clk0 $non_clock_inputs
set_output_delay [expr $clk_period * $clk_io_pct] -clock clk0 [all_outputs]
```
**flow/design.v**
```verilog
module memory(
	input clk,
	output reg [31:0] data_out,         
	input [31:0] address,
	input [31:0] data_in,
	input write_enable
);
reg [31:0] memory [0:15];
integer i;
initial begin
	memory[0] = 'h00000317;
	memory[1] = 'h00830067;
	memory[2] = 'h0c800193;
	memory[3] = 'h01500213;
	memory[4] = 'h00018293;
	memory[5] = 'h00108093;
	memory[6] = 'h404282b3;
	memory[7] = 'hfe42dce3;
	memory[8] = 'h0000006f;
end
always @(negedge clk) begin
	if (write_enable == 1'b1) begin
		memory[address] <= data_in;
	end
	data_out <= memory[address];
end
endmodule
```
==> impl_metrics.py <==
# Synthesis and PnR figures
metrics = {
    "setup_path": {
        "start_kind": "input pin",
        "worst_setup_path_end_kind": "flip-flop",
        "cp_cell_sequence": "clkdlybuf4s50_1 -> or3b_4 -> nor3_4 -> buf_12",
        "timing.critical_path.required_ps": 2520,
        "critPathMaxFanout": 17,
        "critical-path-top-delay-family": "simple AND/OR/NAND/NOR gates",
        "cpPeakStageDelay_ps": 530,
        "crit_slowest_cell": "clkdlybuf4s50_1",
        "arrival_ps": 2430,
        "crit_buf_inv": 2,
        "critPathKind": "input pin to flip-flop",
    },
    "route": {
        "drt_iter0_drc": 519,
        "wl_per_cell_um": 18.0,
        "drcViolationCount": 0,
        "antennaDiodeCount": 0,
        "drtAntennaViolNets": 0,
        "vias": 10800,
        "viasPerCell": 4.40,
        "drt_pass1_iterations": 5,
        "drt_wl_total_um": 44400,
    },
    "pwr": {
        "power.density_nw_per_um2": 492,
        "p_comb_frac": 0.045,
        "leakagePower_nw": 10.9,
        "switching_share": 0.259,
        "finalPower_w": 0.0132,
        "p_int_w": 0.00979,
        "ir_drop_mv": 0.369,
        "seqPwrFrac": 0.445,
        "switchingPower_w": 0.00342,
        "clkPwrFrac": 0.510,
    },
    "synth": {
        "synthDistinctLibCells": 18,
        "ys_area_um2": 19900,
        "ys_seq_frac": 0.806,
        "syn_avg_cell_area_um2": 23.6,
        "syn-instance-count": 841,
        "synth.yosys.num_cells": 841,
        "enable_flop_cells": 512,
        "top_cells_by_count": "512 x edfxtp_1, 128 x mux4_2, 64 x a22oi_1, 33 x nand2_1, 32 x dfxtp_1",
        "top_cells_by_area": "edfxtp_1 77%, mux4_2 15%, dfxtp_1 3.2%",
        "synth_dominant_cell_count": "edfxtp_1",
        "top_area_cell": "edfxtp_1",
        "ys.flop_type": "edfxtp_1",
        "ys.warnings.count": 1,
        "syn_area_um2": 19900,
        "top_cell_area_share": 0.774,
        "async_reset_ff_frac": 0,
        "numSynthFlops": 544,
    },
    "final_timing": {
        "rsz0062_at_grt": "false",
        "fin_ws_ps": 90.7,
        "finClkSkew_ps": 21.8,
        "whs_ps": 667,
        "slew_headroom": 0.618,
        "report.final.slew_viol_count": 0,
        "finalHoldViolCount": 0,
        "setup_viol": 0,
        "tightest_slew_ps": 572,
        "setup_tns_ps": 0,
    },
    "clock_tree": {
        "cts-buffers-inserted": 57,
        "cts_max_level": 2,
        "clock.latency.late_pin_ps": 640,
        "cts.sinks": 544,
        "cts-root-buf": "clkbuf_16",
        "cts_tree": "built",
        "clkTransAtPathRegs_ps": 40,
        "cts_buffer_depth": 3,
    },
    "die": {
        "ioPinCount": 98,
        "die_y_um": 259,
        "core_um2": 64900,
        "fp.dieW_um": 259,
        "initial_core_util": 0.306,
        "chip_area_um2": 67300,
        "rows": 93,
    },
    "place": {
        "place.gp.congestion": 0.765,
        "io_buffer_count": 69,
        "dp_hpwl_um": 25000,
        "dp_slack_ps": -537,
        "dpl.cell_count": 1817,
    },
    "grt": {
        "grt_pass1_wl_um": 68000,
        "track_usage": 0.147,
        "overflow": 0,
        "antenna_found_initial": 3,
        "first_global_vias": 13000,
        "grt_max_degree": 31,
    },
    "min_path": {
        "hp-class": "flip-flop to flip-flop",
    },
    "cells_and_area": {
        "layoutNonFillerInstCount": 2463,
        "area_growth_pct": 35.2,
        "final_layout_size_suffix_gt1_frac": 0.217,
        "fill_cells": 5638,
    },
    "job": {
        "warnings": 598,
        "cap_viol_max_count": 0,
    },
    "outcome": {
        "status": "finished clean",
    },
}
## power groups by stage
stage	clock network, W	logic (W)	registers [W]
final	0.00674	0.000600	0.00587
after global routing	0.00761	0.000655	0.00587
after CTS	0.00701	0.000616	0.00587
## routing by layer
layer | global-route usage | share of wire | wire, um
met5 | 0.00570 | 0.0016 | 70
met4 | 0.0654 | 0.024 | 1050
met3 | 0.124 | 0.14 | 6220
met2 | 0.214 | 0.50 | 22000
met1 | 0.151 | 0.34 | 15000
## cells by family after synthesis
| group | count (synthesis) | share of synthesized area |
|---|---|---|
| muxes | 128 | 0.145 |
| AOI/OAI and AO/OA | 64 | 0.0242 |
| and+or+nand+nor | 59 | 0.0127 |
| buffers and inverters | 46 | 0.0118 |
| DFF | 544 | 0.806 |
## cell usage in the layout (no fill, tap or decap), drive strengths merged
cell type / count
edfxtp: 512
buf: 99
nor2b: 2
inv: 561
and2: 1
dlygate4sd2: 32
clkinv: 3
nand3b: 2
nand2: 33
clkinvlp: 15
nor2: 13
dfxtp: 32
nor3: 4
clkbuf: 57
nand3: 1
bufinv: 11
clkdlybuf4s50: 35
or3b: 1
nand2b: 2
mux4: 128
a22oi: 64
## tightest hold or removal path, delay by kind of cell, from the launching register on
family | cells | cell delay [ps]
flops | 1 | 300
compound gates | 1 | 60
simple gates | 1 | 60
mux | 1 | 220
## registers in the layout (all words and copies together) (netlist names)
signal    flops
data_out     32
memory      512
## per-stage QoR
step,util,area (um^2)
after floorplan,-,20100
after global placement,0.353,22900
after detailed placement,0.353,22900
after CTS,0.414,26900
after global routing,0.414,26900
final,0.414,26900
## final timing paths
kind | endpoint | cells after the start | slack, ps | startpoint
worst max-delay path | memory[0][22] | 4 | 90 | write_enable
worst min-delay path | data_out[27] | 3 | 670 | memory[14][27]
worst max register to register | data_out[15] | 3 | 2980 | memory[3][15]
worst min register to register | data_out[27] | 3 | 670 | memory[14][27]
## what timing repair did
| item | in CTS | in global routing |
|---|---|---|
| setup endpoints to repair | 32 | 0 |
| hold buffers | 0 | 0 |
| setup buffers | 0 | 0 |
| resized | 40 | 0 |
## area by class of cell
class	count	area, um^2	share of cell area
Clock buffer	57	1430	0.0531
Clock inverter	590	2560	0.0954
Sequential cell	544	16000	0.596
Tap cell	855	1070	0.0398
Multi-Input combinational cell	251	3810	0.142
Timing Repair Buffer	166	1970	0.0734
No activity file was given, so power comes from the tool's default toggle rates.
