**design/flow/constraint.sdc**
```tcl
current_design alu

set clk_period 33.2
set clk_io_pct 0.2

create_clock -name clk0 -period $clk_period

set non_clock_inputs [all_inputs -no_clocks]
set_input_delay [expr $clk_period * $clk_io_pct] -clock clk0 $non_clock_inputs
set_output_delay [expr $clk_period * $clk_io_pct] -clock clk0 [all_outputs]
```
**design/flow/config.mk**
```make
export PLATFORM = sky130hd
export DESIGN_NAME = alu
export DESIGN_NICKNAME = alu
export VERILOG_FILES = /design/flow/design.v
export SDC_FILE = /design/flow/constraint.sdc
export NUM_CORES = 4
export LEC_CHECK = 1
export CORE_UTILIZATION = 30
```
**design/flow/run.sh**
```bash
#!/bin/bash
# OpenROAD 26Q1-2900-gdf79404cd8, Yosys 0.63+post, stock flow scripts
make -C /OpenROAD-flow-scripts/flow DESIGN_CONFIG=/design/flow/config.mk WORK_HOME=/design/flow/orfs finish
```
**design/flow/design.v**
```verilog
module alu(
	output[31:0] aluout,
	input[31:0] in1,
	input[31:0] in2,
	input[2:0] mode
);
reg[31:0]out;
assign aluout = out;
always @(*) begin
	case (mode)
		3'b001: out <= in1 + in2;
		3'b010: out <= in1 ^ in2;
		3'b011: out <= in1 | in2;
		3'b100: out <= in1 & in2;
		3'b101: out <= in1 - in2;
		default: out <= 32'b0;
	endcase
end
endmodule
```
==> flow_summary.rst <==
Physical design figures
=======================

.. list-table::
   :header-rows: 1

   * - Metric
     - Value
   * - Outcome
     - finished, final reports clean
   * - Number of max-capacitance violations reported
     - 0
   * - Antenna cell count
     - 0
   * - Wire length of the first global-routing pass
     - 21100 µm
   * - Kind of start point of the critical path
     - input port
   * - Static leakage
     - 0.00247 µW
   * - Vertical die dimension
     - 121 µm
   * - Area of placed instances
     - 5420 µm²
   * - Mean instance size in the synthesized netlist
     - 6.89 µm²
   * - Peak clock frequency supported by timing
     - 54.7 MHz
   * - Global routing usage on met3
     - 1.10%
   * - Seq pwr share
     - 0%
   * - ANT nets after route
     - 0
   * - Filler cells
     - 1456
   * - Time the worst path needs with I/O delays and setup
     - 18.28 ns
   * - I/O Pins
     - 99
   * - Worst slew pin tran
     - 0.813 ns
   * - Area of the mapped netlist
     - 4270 µm²
   * - RSZ-0062 raised after global routing
     - no
   * - Area of the synthesized netlist per yosys stat
     - 4270 µm²
   * - Hold Violations, Final
     - 0
   * - Final wirelength
     - 13200 µm
   * - Power density over the cells
     - 17.8 nW/µm²
   * - Yosys warning total
     - 1
   * - Fraction of final layout cells sized beyond drive strength 1
     - 2.45%
   * - Die Wd
     - 121 µm
   * - Quantity of gates resized following cts
     - 0
   * - GRT overflow
     - 0
   * - Vias per Instance
     - 5.25
   * - Cell total after placement
     - 875
   * - Class of the tightest hold or removal check
     - input port to output port
   * - CP max FO
     - 64
   * - Half-perimeter wire length after placement
     - 10700 µm
   * - Number of cells in the yosys synthesis report
     - 619
   * - Rel. slew slack
     - 45.8%
   * - Logic gate share of total power
     - 100.0%
   * - Total number of vias
     - 4592
   * - Hold-fix buffers, CTS
     - 0
   * - Max-slew violation count
     - 0
   * - Number of core rows
     - 43
   * - Antenna violations before repair
     - 0
   * - Cell-internal power
     - 46.6 µW
   * - Setup slack after layout
     - 14.92 ns
   * - Part of the power in the clock network
     - 0%
   * - Clock buf count
     - 0
   * - Floorplan-stage core utilization
     - 30.7%
   * - Finish-stage setup viols
     - 0
   * - Global routing usage on met2
     - 28.9%
   * - Start-to-end type of the worst setup path
     - input port to output port
   * - Final total power
     - 96.5 µW
   * - Tool warnings
     - 65
   * - Setup Total Neg Slack
     - 0 ns
   * - Sequential cell area
     - 0 µm²
   * - Unique cell type count in the Yosys netlist
     - 56
   * - Total die area
     - 14700 µm²
   * - Worst VDD drop
     - 6.64 µV
   * - Core area
     - 13900 µm²
   * - Post-synthesis cell count
     - 619
   * - Area growth from synthesis to layout
     - 26.9%
   * - Flip-flops
     - 0
   * - Share of the yosys chip area belonging to registers
     - 0%
   * - Setup Fix Bufs, Post-CTS
     - 0
   * - Global routing usage summed across all routing layers
     - 18.0%
   * - Summed area of non-filler cells in the final layout
     - 5420 µm²
   * - WL per Instance
     - 15.1 µm
   * - Number of standard cells in the final layout excluding fillers
     - 875
   * - Placer Congestion
     - 0.950
   * - Required time at the worst-slack endpoint
     - 26.56 ns
   * - Worst path arrival time
     - 11.64 ns
   * - Global Route met1 Usage
     - 27.3%
   * - Vias in the first global route
     - 4159
   * - GRT Max-Usage Layer
     - met2
   * - Dpl ws
     - 14.97 ns
   * - Share of the cycle needed by the critical path after routing
     - 55.1%
   * - Cell count of the worst hold path
     - 5
   * - Number of DRC markers after the initial detailed-route iteration
     - 158
   * - Count of buffers from port buffering
     - 99
   * - Remaining routing DRC violations
     - 0
   * - Sw power
     - 49.9 µW
   * - Switching portion of total power
     - 51.7%
   * - Iteration count of the initial detailed-routing pass
     - 5
   * - Endpoint type of the worst setup path
     - output port
   * - Largest net degree at the start of global routing
     - 65
-- worst max-delay path: stages --
cell	delay [ns]
sky130_fd_sc_hd__buf_2	0.08
sky130_fd_sc_hd__buf_4	0.55
sky130_fd_sc_hd__nor2b_1	0.21
sky130_fd_sc_hd__buf_4	0.22
sky130_fd_sc_hd__and2_1	0.67
sky130_fd_sc_hd__nor2_1	0.11
sky130_fd_sc_hd__xnor2_1	0.16
sky130_fd_sc_hd__ha_1	0.32
sky130_fd_sc_hd__nor2b_1	0.15
sky130_fd_sc_hd__o31ai_1	0.44
sky130_fd_sc_hd__a21oi_1	0.21
sky130_fd_sc_hd__a21oi_1	0.27
sky130_fd_sc_hd__o21ai_1	0.25
sky130_fd_sc_hd__a31oi_1	0.51
sky130_fd_sc_hd__xor2_1	0.15
sky130_fd_sc_hd__o21ai_1	0.19
sky130_fd_sc_hd__clkdlybuf4s50_1	0.49
-- stage by stage --
step | util (%) | hold WS (ns)
3_3_place_gp | 39.0 | 14.45
5_1_grt | 39.0 | 14.51
4_1_cts | 39.0 | 14.45
2_1_floorplan | - | 13.47
3_5_place_dp | 39.0 | 14.44
6_report | 39.0 | 14.45
-- placed cells by master, fill, tap and decap left out, drive strengths merged, types with 12 or more instances in the layout --
| cell type | Yosys | layout |
|---|---|---|
| a211oi | 21 | 21 |
| a21oi | 49 | 49 |
| clkdlybuf4s50 | 0 | 98 |
| ha | 96 | 96 |
| inv | 80 | 80 |
| mux2i | 12 | 12 |
| nand2 | 49 | 49 |
| nor2 | 40 | 40 |
| o21ai | 40 | 40 |
| xnor2 | 42 | 42 |
| xor2 | 12 | 12 |
-- power by group through the flow --
stage	sequential, µW	combinational, µW	clock (µW)
after CTS	0	96.9	0
after global routing	0	107	0
final	0	96.5	0
-- cell usage after synthesis, types with 4 or more instances --
| cell type | n | area [µm²] |
|---|---|---|
| sky130_fd_sc_hd__nor2_1 | 40 | 150 |
| sky130_fd_sc_hd__o21ai_0 | 14 | 70.1 |
| sky130_fd_sc_hd__or3_1 | 5 | 31.3 |
| sky130_fd_sc_hd__ha_1 | 96 | 1200 |
| sky130_fd_sc_hd__a21oi_1 | 49 | 245 |
| sky130_fd_sc_hd__nand2_1 | 49 | 184 |
| sky130_fd_sc_hd__o22ai_1 | 5 | 31.3 |
| sky130_fd_sc_hd__nand3_1 | 7 | 35.0 |
| sky130_fd_sc_hd__nand4_1 | 8 | 50.1 |
| sky130_fd_sc_hd__o221ai_1 | 6 | 52.6 |
| sky130_fd_sc_hd__xor2_1 | 11 | 96.3 |
| sky130_fd_sc_hd__o21ai_1 | 25 | 125 |
| sky130_fd_sc_hd__mux2i_1 | 12 | 120 |
| sky130_fd_sc_hd__a21o_1 | 11 | 82.6 |
| sky130_fd_sc_hd__buf_1 | 5 | 18.8 |
| sky130_fd_sc_hd__o21a_1 | 4 | 30.0 |
| sky130_fd_sc_hd__a221o_1 | 5 | 50.1 |
| sky130_fd_sc_hd__nor2b_1 | 8 | 50.1 |
| sky130_fd_sc_hd__nor3_1 | 9 | 45.0 |
| sky130_fd_sc_hd__and3_1 | 8 | 50.1 |
| sky130_fd_sc_hd__clkbuf_1 | 24 | 90.1 |
| sky130_fd_sc_hd__xnor2_1 | 42 | 368 |
| sky130_fd_sc_hd__nand2b_1 | 5 | 31.3 |
| sky130_fd_sc_hd__and2_1 | 6 | 37.5 |
| sky130_fd_sc_hd__o31ai_1 | 8 | 60.1 |
| sky130_fd_sc_hd__o21bai_1 | 4 | 30.0 |
| sky130_fd_sc_hd__a31oi_1 | 11 | 68.8 |
| sky130_fd_sc_hd__a211oi_1 | 21 | 158 |
| sky130_fd_sc_hd__inv_1 | 79 | 297 |
-- layer usage --
layer	up-vias	share of wire (%)
li1	2347	-
met1	2122	50
met2	117	43
met3	6	5.4
met4	0	1.0
met5	-	0
-- path summary, 6_finish.rpt --
check / from / to
setup / recovery: mode[0] / aluout[18]
hold / removal: mode[0] / aluout[7]
-- cell type report --
class	instances	area [µm²]	share of cell area, %
repair buffers	105	1030	19.0
multi-input cells	510	3860	71.3
well taps	180	225	4.16
inverters	80	300	5.54
-- cells by family (layout without fill, tap and decap cells) --
family	count (synthesis)	in the layout	synth area share, %
adder cells (fa/ha/maj)	97	97	28.6
AND-OR/OR-AND	188	188	28.6
XOR/XNOR	54	54	11.3
buffers and inverters	109	185	9.59
AND/OR/NAND/NOR	158	158	18.8
multiplexers	13	13	3.17
Power figures rest on the tool's default switching activity, not on a simulated workload.
