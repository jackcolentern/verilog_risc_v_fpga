File: design.v
module seven_segment(
	input  clk,
	input wire[15:0]data,
	output[7:0] segments,
	output[3:0] digits
);	
reg[7:0] reg_segments;
reg[3:0] reg_digits;
reg[3:0] num;
reg[31:0] cnt;
initial begin
	reg_segments <= 8'b00000000;
	reg_digits <= 4'b1110;
end
always @(posedge clk) begin
	cnt = cnt + 1'b1;
end
always @(posedge cnt[16]) begin 
	reg_digits <= {reg_digits[0],reg_digits[3:1]};
	if(reg_digits == 4'b1110) num <= data[7:4];
	if(reg_digits == 4'b1101) num <= data[3:0];
	if(reg_digits == 4'b1011) num <= data[15:12];
	if(reg_digits == 4'b0111) num <= data[11:8];
	case(num)
		4'b0000: reg_segments <= 8'b00000011;  
		4'b0001: reg_segments <= 8'b10011111;  
		4'b0010: reg_segments <= 8'b00100101;  
		4'b0011: reg_segments <= 8'b00001101;  
		4'b0100: reg_segments <= 8'b10011001;  
		4'b0101: reg_segments <= 8'b01001001;  
		4'b0110: reg_segments <= 8'b01000001;  
		4'b0111: reg_segments <= 8'b00011111;  
		4'b1000: reg_segments <= 8'b00000001;  
		4'b1001: reg_segments <= 8'b00011001;  
		4'b1010: reg_segments <= 8'b00010001;
		4'b1011: reg_segments <= 8'b11000001;
		4'b1100: reg_segments <= 8'b01100011;
		4'b1101: reg_segments <= 8'b10000101;
		4'b1110: reg_segments <= 8'b01100001;
		4'b1111: reg_segments <= 8'b01110001;
		default: reg_segments <= 8'b11111111;  
	endcase
end
assign segments = reg_segments;
assign digits = reg_digits;
endmodule
File: run.sh
#!/bin/bash
# OpenROAD 26Q1-2900-gdf79404cd8, Yosys 0.63+post, stock flow scripts
make -C /OpenROAD-flow-scripts/flow DESIGN_CONFIG=/design/flow/config.mk WORK_HOME=/design/flow/orfs finish
File: config.mk
export PLATFORM = sky130hd
export DESIGN_NAME = seven_segment
export DESIGN_NICKNAME = seven_segment
export VERILOG_FILES = /design/flow/design.v
export SDC_FILE = /design/flow/constraint.sdc
export NUM_CORES = 4
export LEC_CHECK = 1
export CORE_AREA = 10 10 96 96
export DIE_AREA = 0 0 106 106
File: constraint.sdc
current_design seven_segment

set clk_period 2.5
set clk_io_pct 0.2

create_clock -name clk0 -period $clk_period [get_ports {clk}]

set non_clock_inputs [all_inputs -no_clocks]
set_input_delay [expr $clk_period * $clk_io_pct] -clock clk0 $non_clock_inputs
set_output_delay [expr $clk_period * $clk_io_pct] -clock clk0 [all_outputs]
==> tab_implementation.tex <==
% Implementation results table
\begin{tabular}{lr}
\hline
Metric & Value \\
\hline
\multicolumn{2}{l}{\textbf{Drt}} \\
Number of inserted diodes & 0 \\
First-pass iteration count of the detailed router & 4 \\
Remaining antenna violation count after routing & 0 \\
Routed wire length per instance & 10.2 um \\
Number of DRC markers after the initial detailed-route iteration & 46 \\
Residual DRC count & 0 \\
Number of vias after detailed routing & 1151 \\
Via-to-Cell Ratio & 4.10 \\
Routed wire length & 2.87 mm \\
\multicolumn{2}{l}{\textbf{Clock network}} \\
Clock latency on the worst-skew pair & 0.24 ns \\
Clk buf depth & 2 \\
Master cell of the clock root buffer & sky130\_fd\_sc\_hd\_\_clkbuf\_8 \\
Post-CTS Hold Buffers & 0 \\
CTS tree & built \\
Gates resized, CTS repair & 0 \\
CTS H-tree lvls & 1 \\
Clock buffer count from CTS & 3 \\
Buffer count from post-CTS setup fixing & 0 \\
Clock slew at reported path FFs & 0.06 ns \\
\multicolumn{2}{l}{\textbf{Global routing}} \\
Overflow left after global routing & 0 \\
All-Layer GR Usage & 4.99\% \\
Largest net degree at the start of global routing & 20 \\
First-pass GRT wire length & 4.87 mm \\
Number of antenna violations at the first check in global routing & 0 \\
Vias in the first global route & 1071 \\
\multicolumn{2}{l}{\textbf{Final timing}} \\
Number of register pins that no clock reaches & 16 \\
Setup repair after global routing missed its margin & no \\
Number of unconstrained endpoints & 31 \\
Worst slack on hold paths & 0.417 ns \\
Layout Skew & 0.00194 ns \\
Max-slew violation total from the final report & 0 \\
Setup TNS & 0 ns \\
Crit share post-route & 54.0\% \\
Highest achievable clock rate & 0.741 GHz \\
Final critical delay including setup and external delays & 1.35 ns \\
Relative max-transition margin & 61.9\% \\
Final hold vios & 0 \\
Slew of the pin with the lowest slew margin & 0.566 ns \\
Worst setup slack after layout & 1.15 ns \\
Setup violators final & 0 \\
\multicolumn{2}{l}{\textbf{Flow run}} \\
OpenROAD warning count & 30 \\
Max cap viols & 0 \\
\multicolumn{2}{l}{\textbf{Floorplanning}} \\
Vert. Die Dim & 106 um \\
Cell Rows & 31 \\
Horizontal die size & 106 um \\
Chip Footprint & 11200 um2 \\
Fp util & 21.4\% \\
I/O pin cnt & 29 \\
Std-Cell Core Area & 7210 um2 \\
\multicolumn{2}{l}{\textbf{Placement}} \\
Post-placement worst setup slack & 1.14 ns \\
Final Wtd Congestion & 0.857 \\
Total cell area at the placement stage & 1920 um2 \\
Sum of net half-perimeters after detailed placement & 2.25 mm \\
Count of port buffers added during placement & 28 \\
\multicolumn{2}{l}{\textbf{Power}} \\
Largest vdd supply drop & 0.384 mV \\
Pwr/cell area & 250 nW/um2 \\
Leak & 0.000766 uW \\
\multicolumn{2}{l}{\textbf{Setup path}} \\
Slowest CP cell & sky130\_fd\_sc\_hd\_\_dfxtp\_1 \\
Worst Path Class, Setup & register to register \\
Reg-to-Reg Start & cnt[0]\$\_DFF\_P\_ \\
Launching element of the worst setup path & cnt[0]\$\_DFF\_P\_ \\
Series of cell instances along the critical path & ha\_1, inv\_1, nor4\_1, xor2\_1 \\
Critical path data arrival time & 1.53 ns \\
Crit path launch type & register \\
Largest incremental delay on the critical path & 0.38 ns \\
Required time of the critical path & 2.68 ns \\
Maximum fanout along the worst path & 6 \\
CP endpoint kind & register \\
\multicolumn{2}{l}{\textbf{Finish}} \\
Share of post-route cells with drive strength above 1 & 4.40\% \\
Total non-filler cell area in the finished layout & 1960 um2 \\
Layout overhead on the synthesized area & 27.0\% \\
Final core utilization & 27.2\% \\
Fill cell instance count of the final layout & 768 \\
Most frequent logic cell in the layout & sky130\_fd\_sc\_hd\_\_dfxtp\_1 \\
Commonest cells after routing, fill and taps aside & 29 x sky130\_fd\_sc\_hd\_\_dfxtp\_1, 28 x sky130\_fd\_sc\_hd\_\_clkdlybuf4s50\_1, 12 x sky130\_fd\_sc\_hd\_\_nand2\_1, 12 x sky130\_fd\_sc\_hd\_\_o21ai\_0, 11 x sky130\_fd\_sc\_hd\_\_nand3\_1 \\
\multicolumn{2}{l}{\textbf{Synthesis}} \\
Async set-reset flop share out of synthesis & 0\% \\
Syn Area/Cell & 9.84 um2 \\
Largest area contributor in the netlist & sky130\_fd\_sc\_hd\_\_dfxtp\_1 \\
Chip area line of the yosys report & 1550 um2 \\
Yosys top cell area share & 37.6\% \\
Number of register bits inferred by synthesis & 33 \\
Number of different library cells in the post-synthesis netlist & 35 \\
Ys cells & 157 \\
Share of the yosys chip area belonging to registers & 45.3\% \\
Synthesis Warnings & 1 \\
Post-synth tally of flip-flops with integrated enable & 4 \\
Instance count of the mapped netlist & 157 \\
Cell area after technology mapping & 1550 um2 \\
Biggest area cells & sky130\_fd\_sc\_hd\_\_dfxtp\_1 38\%, sky130\_fd\_sc\_hd\_\_edfxtp\_1 7.8\%, sky130\_fd\_sc\_hd\_\_ha\_1 5.7\% \\
Dominant register cell & sky130\_fd\_sc\_hd\_\_dfxtp\_1 \\
\multicolumn{2}{l}{\textbf{Worst hold path}} \\
Worst min-delay path startpoint & cnt[0]\$\_DFF\_P\_ \\
Kind of path behind the tightest hold check & register to register \\
\multicolumn{2}{l}{\textbf{Outcome}} \\
Run status & completed \\
\hline
\end{tabular}
==> routing by layer <==
layer	GRT usage (%)	vias up	share of wire (%)
met5	0	-	0
met4	0.484	0	0.28
met3	1.47	2	6.8
met2	8.13	24	45
met1	6.67	506	48
li1	-	619	-
==> path summary, 6_finish.rpt <==
path,to,slack (ns),depth (start not counted)
setup / recovery,cnt[12]$_DFF_P_,1.15,4
hold / removal,cnt[0]$_DFF_P_,0.42,1
setup reg to reg,cnt[12]$_DFF_P_,1.15,4
hold reg to reg,cnt[0]$_DFF_P_,0.42,1
==> worst max-delay path: cells and delay by family (launching register included) <==
family / cells / cell delay, ns
xor gates and xnor gates: 1 / 0.17
adders and majority gates: 1 / 0.29
buffers and inverters: 1 / 0.11
DFF: 1 / 0.38
and+or+nand+nor: 1 / 0.34
==> stage by stage <==
stage,std cells,total power (uW)
floorplan,157,277
global placement,277,304
detailed placement,277,304
CTS,281,499
global route,281,511
finish,281,492
==> power by group <==
group          switching, uW  internal [uW]
sequential                 0            271
combinational           5.15           21.9
clock                   80.9            113
==> cell type report <==
type                    instances  area, um2  share of cell area, %
multi-input cells             110        787                   40.1
flip-flops and latches         33        701                   35.7
repair buffers                 28        280                   14.3
well taps                      99        124                   6.31
clock buffers                   4       45.0                   2.29
inverters                       7       26.3                   1.34
==> registers in the layout (all words and copies together), names as in the netlist <==
name / flops
reg_segments: 8
num: 4
cnt: 17
reg_digits: 4
==> synth_stat cells, types with 5 or more instances <==
cell type	count
sky130_fd_sc_hd__nand3_1	11
sky130_fd_sc_hd__xnor2_1	8
sky130_fd_sc_hd__ha_1	7
sky130_fd_sc_hd__o21ai_0	12
sky130_fd_sc_hd__a21oi_1	5
sky130_fd_sc_hd__nand2_1	12
sky130_fd_sc_hd__dfxtp_1	29
sky130_fd_sc_hd__inv_1	7
sky130_fd_sc_hd__xor2_1	8
sky130_fd_sc_hd__nor4_1	6
==> kinds of logic after synthesis <==
family	after synthesis	synth area share, %
and+or+nand+nor	54	21.7
DFF	33	45.3
AOI/OAI and AO/OA	27	10.9
xor gates and xnor gates	16	9.07
buffers and inverters	14	3.73
adders and majority gates	7	5.67
muxes	5	3.32
other	1	0.243
Power figures rest on the tool's default switching activity, not on a simulated workload.
